File: flow/run.sh
#!/bin/bash
# OpenROAD 26Q1-2900-gdf79404cd8, Yosys 0.63+post, stock flow scripts
make -C /OpenROAD-flow-scripts/flow DESIGN_CONFIG=/design/flow/config.mk WORK_HOME=/design/flow/orfs finish
File: flow/config.mk
export PLATFORM = sky130hd
export DESIGN_NAME = ir
export DESIGN_NICKNAME = ir
export VERILOG_FILES = /design/flow/design.v
export SDC_FILE = /design/flow/constraint.sdc
export NUM_CORES = 4
export LEC_CHECK = 1
export CORE_AREA = 10 10 70 70
export DIE_AREA = 0 0 80 80
File: flow/constraint.sdc
current_design ir

set clk_period 1.0
set clk_io_pct 0.2

create_clock -name clk0 -period $clk_period [get_ports {clk}]

set non_clock_inputs [all_inputs -no_clocks]
set_input_delay [expr $clk_period * $clk_io_pct] -clock clk0 $non_clock_inputs
set_output_delay [expr $clk_period * $clk_io_pct] -clock clk0 [all_outputs]
File: flow/design.v
package Opcode_pkg;
	typedef enum bit [3:0] {
		ADD	= 4'b0001,
		AND	= 4'b0101,
		NOT	= 4'b1001,
		BR 	= 4'b0000,
		JMP	= 4'b1100,
		JSR	= 4'b0100,
		LD	= 4'b0010,
		LDI	= 4'b1010,
		LDR	= 4'b0110,
		LEA	= 4'b1110,
		ST	= 4'b0011,
		STI	= 4'b1011,
		STR	= 4'b0111,
		TRAP= 4'b1111,
		RTI	= 4'b1000,
		RESERVED = 4'b1101
	} Opcode;
endpackage
module ir(
	input 	clk, rst, ldIR,
	input 	[15:0] Buss,
	output reg [15:0] IR
	);
	always@ (posedge clk) begin 
		if (rst) begin
			IR <= 16'b0;
		end
		else if (ldIR) begin
			IR = Buss;
		end
	end
endmodule
==> qor.tcl <==
set qor(result_of_the_run) {completed}
set qor(synth.avg_cell_area_sq_um) 11.2
set qor(post_synth_regs) 16
set qor(gr-usage-all-layers_pct) 4.68
set qor(fp.dieArea_sq_mm) 0.00640
set qor(cts_max_level) 1
set qor(synth-warning-count) 1
set qor(number_of_buffers_and_inverters_on_the_critical_path) 1
set qor(floorplan.rows) 21
set qor(drt_iter0_markers) 5
set qor(path_class) {reg2out}
set qor(top_register_by_number_of_flip_flops) {IR}
set qor(p_int_uw) 966
set qor(reg2reg_setup_slack_ns) 0.38
set qor(final-max-slew-violation-count) 0
set qor(total_cells_reported_by_yosys_after_synthesis) 52
set qor(viasPerCell) 3.39
set qor(numCtsBuffers) 3
set qor(finalPower_uw) 1230
set qor(tritoncts_clock_tree) {done}
set qor(worst_slack_ns) 0.0398
set qor(critPathRequiredTime_ns) 0.80
set qor(hpwlAfterDp_um) 1240
set qor(timing.critical_path.arrival_ns) 0.76
set qor(synth.distinct_cells) 7
set qor(clock_sink_count) 16
set qor(maxCapViolations) 0
set qor(routed_wire_length_per_instance_um) 11.9
set qor(worst_setup_path_startpoint) {IR[6]}
set qor(grt_antenna_before_repair) 0
set qor(initial_utilization_pct) 17.0
set qor(postCtsSetupBuffers) 0
set qor(route.antenna.diode_count) 0
set qor(cellPowerDensity_mw_per_mm2) 1260
set qor(warnings) 25
set qor(largest_register_ff_count) 16
set qor(largestRegisters) {IR (16)}
set qor(share_of_total_power_in_sequential_cells_pct) 57.0
set qor(r2r-start) {IR[13]}
set qor(grt_start_max_net_pins) 17
set qor(netSwitchingPower_uw) 260
set qor(grt-ovfl-total) 0
set qor(power.ir.vdd_worst_mv) 0.701
set qor(grt_first_pass_wirelength_um) 2370
set qor(syn-instance-count) 52
set qor(sw_frac_of_total_pct) 21.2
set qor(area_growth_pct) 67.5
set qor(synth-area-yosys_sq_um) 581
set qor(die_h_um) 80
set qor(fin_clk_skew_ns) 0
set qor(routed_wirelength_um) 1600
set qor(power_frac_clock_pct) 25.8
set qor(route.vias.total) 457
set qor(report.final.setup_viol) 0
set qor(gp_routability_congestion) 0.733
set qor(clk_path_buf_depth) 2
set qor(postSynthSeqShare_pct) 55.2
set qor(layout_worst_path_cycle_share_pct) 96.0
set qor(rsz0062_at_grt) {false}
set qor(cts_root_buffer) {sky130_fd_sc_hd__clkbuf_4}
set qor(clock_latency_ns) 0.27
set qor(hold_viol) 0
set qor(crit_slowest_cell) {sky130_fd_sc_hd__dfxtp_2}
set qor(post_synth_instance_area_sq_um) 581
set qor(io_buffer_count) 34
set qor(hold_path.class) {in2reg}
set qor(holdCritStartpoint) {ldIR}
set qor(critical-path-top-delay-family) {flip-flops}
set qor(slew_headroom_pct) 85.1
set qor(final_period_minus_worst_setup_slack_ns) 0.960
set qor(pin_count) 35
set qor(floorplan.core_area_sq_mm) 0.00342
set qor(tightest_slew_ns) 0.223
set qor(critical_path.endpoint_type) {primary output}
set qor(grt_pass1_vias) 497
set qor(dieWidth_um) 80
set qor(pre_cts_slack_ns) -0.262
set qor(clkSlewWorstSetupHoldPaths_ns) 0.08
set qor(detail_route_antenna_nets) 0
set qor(combinational_share_of_power_pct) 17.2
set qor(final.fill_count) 373
set qor(post-route-drc-count) 0
set qor(kind_of_start_point_of_the_critical_path) {flip-flop}
set qor(maximum_fanout_along_the_worst_path) 2
set qor(drive_above_1_share_pct) 43.8
set qor(cells_traversed_along_the_worst_timing_path) {clkdlybuf4s15_1}
set qor(dr.pass1.iters) 3
set qor(max_stage_delay_ns) 0.33
set qor(leakage_uw) 0.000457
set qor(achievable-frequency_mhz) 1040
## power by group through the flow
stage	combinational, uW	sequential (uW)	clock (uW)
CTS	218	700	334
global route	235	706	355
finish	211	700	316
## kinds of logic after synthesis
family        share of synthesized area (%)
flops                                  55.2
buf+inv                                6.90
mux                                    27.6
simple gates                           10.3
## stage by stage
stage,util (%),hold slack [ns],TNS [ns],instances,instance area (sq um)
2_1_floorplan,-,0.347,0,52,581
3_3_place_gp,28.5,0.476,-3.82,131,973
3_5_place_dp,28.5,0.483,-4.05,131,973
4_1_cts,29.3,0.491,0,134,1000
5_1_grt,28.5,0.510,0,135,972
6_report,28.5,0.479,0,135,972
## path summary, 6_finish.rpt
path | endpoint | cells after the start
worst max-delay path | IR[6] | 1
worst min-delay path | IR[9] | 4
worst max register to register | IR[13] | 2
worst min register to register | IR[9] | 2
## tightest hold or removal path, stage by stage
cell,delay [ns]
sky130_fd_sc_hd__dlymetal6s2s_1,0.20
sky130_fd_sc_hd__buf_12,0.17
sky130_fd_sc_hd__mux2i_1,0.07
sky130_fd_sc_hd__nor2_1,0.07
## repair_timing
| action | in CTS | in global routing |
|---|---|---|
| pin swaps | 0 | 0 |
| cloned | 0 | 1 |
| gates resized | 51 | 14 |
| setup endpoints to repair | 16 | 14 |
| hold buffers | 0 | 0 |
## Yosys cell counts
| library cell | n | area [sq um] |
|---|---|---|
| sky130_fd_sc_hd__mux2i_1 | 16 | 160 |
| sky130_fd_sc_hd__buf_6 | 1 | 11.3 |
| sky130_fd_sc_hd__dfxtp_1 | 16 | 320 |
| sky130_fd_sc_hd__buf_12 | 1 | 20.0 |
| sky130_fd_sc_hd__buf_2 | 1 | 5.00 |
| sky130_fd_sc_hd__nor2_1 | 16 | 60.1 |
| sky130_fd_sc_hd__buf_1 | 1 | 3.75 |
## metal layers
layer	track usage, %	wire [um]
met4	0.176	10
met5	0	0
met3	3.64	187
met1	4.67	656
met2	7.95	746
## cells in the final DEF (no fill, tap or decap), drive strengths merged
cell type	count
clkdlybuf4s15	1
mux2i	16
nor2	16
dfxtp	16
buf	6
clkdlybuf4s50	17
clkbuf	16
dlymetal6s2s	1
## area by class of cell
| cell class | instances | area (sq um) | area share, % |
|---|---|---|---|
| repair buffers | 38 | 328 | 33.7 |
| well taps | 46 | 57.6 | 5.92 |
| multi-input cells | 32 | 224 | 23.0 |
| clock buffers | 3 | 22.5 | 2.32 |
| flip-flops and latches | 16 | 340 | 35.0 |
Power and IR drop assume default switching activity.
