===== ./design.v =====
package Opcode_pkg;
	typedef enum bit [3:0] {
		ADD	= 4'b0001,
		AND	= 4'b0101,
		NOT	= 4'b1001,
		BR 	= 4'b0000,
		JMP	= 4'b1100,
		JSR	= 4'b0100,
		LD	= 4'b0010,
		LDI	= 4'b1010,
		LDR	= 4'b0110,
		LEA	= 4'b1110,
		ST	= 4'b0011,
		STI	= 4'b1011,
		STR	= 4'b0111,
		TRAP= 4'b1111,
		RTI	= 4'b1000,
		RESERVED = 4'b1101
	} Opcode;
endpackage
`timescale 1ns/100ps
module regfile8x16
  (input clk,
   input rst,
   input writeEN,
   input [2:0] wrAddr, 
   input [15:0] wrData,  
   input [2:0] rdAddrA, 
   output [15:0] rdDataA, 
   input [2:0] rdAddrB, 
   output [15:0] rdDataB); 
   reg [15:0] 	 regfile [0:7];
   assign rdDataA = regfile[rdAddrA];
   assign rdDataB = regfile[rdAddrB];
   always_ff @(posedge clk) begin
      if (rst) begin
	 	regfile[0] <= 0;
	 	regfile[1] <= 0;
	 	regfile[2] <= 0;
	 	regfile[3] <= 0;
	 	regfile[4] <= 0;
	 	regfile[5] <= 0;
	 	regfile[6] <= 0;
	 	regfile[7] <= 0;
      end else begin
	 	if (writeEN) regfile[wrAddr] <= wrData;
      end 
   end
endmodule

===== ./config.mk =====
export PLATFORM = sky130hd
export DESIGN_NAME = regfile8x16
export DESIGN_NICKNAME = regfile8x16
export VERILOG_FILES = /design/flow/design.v
export SDC_FILE = /design/flow/constraint.sdc
export NUM_CORES = 4
export LEC_CHECK = 1
export CORE_UTILIZATION = 50

===== ./run.sh =====
#!/bin/bash
# OpenROAD 26Q1-2900-gdf79404cd8, Yosys 0.63+post, stock flow scripts
make -C /OpenROAD-flow-scripts/flow DESIGN_CONFIG=/design/flow/config.mk WORK_HOME=/design/flow/orfs finish

===== ./constraint.sdc =====
current_design regfile8x16

set clk_period 7.4
set clk_io_pct 0.2

create_clock -name clk0 -period $clk_period [get_ports {clk}]

set non_clock_inputs [all_inputs -no_clocks]
set_input_delay [expr $clk_period * $clk_io_pct] -clock clk0 $non_clock_inputs
set_output_delay [expr $clk_period * $clk_io_pct] -clock clk0 [all_outputs]

==> flow_metrics.tcl <==
# yosys + openroad results
set metrics [dict create \
    run_status "complete, no violations" \
    drc 0 \
    warning_count 25 \
    antenna_found_initial 0 \
    seq_area_um2 3840 \
    hpwl_mm 8.81 \
    ioPinCount 60 \
    grt_pass1_wl_mm 24.2 \
    ys_sh_adder 0 \
    top_cell_area_share 0.556 \
    clock-root-buffer "clkbuf_16" \
    ys.flop_type "edfxtp_1" \
    crit_family "buffers and inverters" \
    syn_avg_cell_area_um2 16.1 \
    maxCapViolCount 0 \
    cts_tree "done" \
    synth.mux.area_fraction 0.291 \
    postCtsSetupRepairBufs 0 \
    via_per_inst 6.20 \
    async_reset_ff_frac 0 \
    netlist_area_um2 6920 \
    synth-warning-count 1 \
    max_stage_delay_ns 0.45 \
    rows 42 \
    globalRoute.totalOverflow 0 \
    power_frac_clock 0.382 \
    cp-end-kind "primary output" \
    ys_seq_frac 0.556 \
    cp_num_buf_inv 3 \
    post_cts_resize_count 0 \
    final.setup.tns_ns 0 \
    worstPathCellList "clkdlybuf4s50_1 > buf_4 > mux4_1 > mux2_2 > clkdlybuf4s50_1" \
    first_pass_iters 4 \
    hold_class "in2reg" \
    power.density_nw_per_um2 221 \
    path_clk_slew_ns 0.05 \
    ys_sh_aoi 0.00868 \
    drive_above_1_share 0.189 \
    p_comb_frac 0.136 \
    swShare 0.221 \
    hold_buffers 0 \
    leakage_nw 2.68 \
    gp_congestion 0.794 \
    holdWs_ns 1.85 \
    fin_crit_sh 0.670 \
    synth-edff-count 128 \
    fp.coreArea_um2 13300 \
    period_needed_ns 4.96 \
    htreeDepth 4 \
    vias 4135 \
    hold_viol 0 \
    synth-seq-cells 128 \
    clk_path_buf_depth 2 \
    synth.largest_area_cell "edfxtp_1" \
    topCombFamilyByArea "multiplexers" \
    crit_type "in2out" \
    syn_inst 430 \
    die_w_um 120 \
    fmax_mhz 202 \
    ys_chip_area_um2 6920 \
    drt_iter0_drc 222 \
    cp_common_cell "clkdlybuf4s50_1" \
    top_cells_by_area "edfxtp_1, mux4_1, nor3_1, mux2_2, mux4_2" \
    switching_power_w 0.000396 \
    cts_made_buffers 17 \
    largest_register "regfile" \
    yosysUniqueCellTypes 17 \
    initial_core_util 0.518 \
    grt_max_degree 69 \
    seqPwrFrac 0.481 \
    top_regs "regfile x128" \
    comb_area_um2 2780 \
    crit_slowest_cell "clkdlybuf4s50_1" \
    num_antenna_cells 0 \
    slew_headroom 0.440 \
    worstPathMaxFanout 32 \
    rsz0062_at_grt "false" \
    ant_nets 0 \
    required_ns 5.92 \
    cp.arrival_ns 3.48 \
    grt_usage 0.255 \
    tightestPinTransition_ns 0.841 \
    common_cells "edfxtp_1, nor3_1, mux4_1" \
    nFillCells 1016 \
    yosysCellCount 430 \
    largest_reg_flops 128 \
    routed_wl_mm 15.5 \
    drv_slew 0 \
    xor_area_frac 0 \
    grt_pass1_vias 4418 \
    simple_gate_share 0.0982 \
    clock-sinks 128 \
    start_kind "input port" \
    wl_per_cell_um 23.3 \
    finalSetupViolations 0 \
    die_h_um 120 \
    chipArea_um2 14300 \
    p_int_w 0.00140 \
    area_delta_synth_final_pct 17.4 \
    ir_worst_vdd_v 0.000140 \
    port_buffers 59 \
]
==> per-stage QoR <==
stage	worst slack (ns)	power, W	instance area, um^2	cells	utilization
after floorplan	3.42	0.00101	6920	430	-
after global placement	2.46	0.00112	7640	637	0.572
after detailed placement	2.44	0.00112	7640	637	0.572
after CTS	2.44	0.00181	8120	667	0.608
after global routing	2.39	0.00186	8120	667	0.608
final	2.44	0.00179	8120	667	0.608
==> cell usage in the layout (no fill, tap or decap) <==
master and instances:
nand3b_1 1, clkinv_1 23, o21bai_2 8, mux2_2 32, clkbuf_16 17, or3b_2 1
clkinvlp_4 2, nor3_1 128, clkbuf_1 2, buf_2 2, edfxtp_1 128, clkinv_2 2
mux4_2 8, nand2_1 1, buf_4 20, clkdlybuf4s50_1 57, mux4_1 56, or2_2 1
nand2b_1 2
==> final cells by class <==
class / instances / share of cell area
repair buffers: 79 / 0.0900
well taps: 176 / 0.0271
inverters: 16 / 0.00740
multi-input cells: 238 / 0.343
clock buffers: 19 / 0.0533
clock inverters: 11 / 0.00632
flip-flops and latches: 128 / 0.473
==> tightest hold or removal path: stages <==
cell,delay [ns]
clkdlybuf4s50_1,0.40
clkinv_1,0.14
nor3_1,0.07
==> logic make-up (layout without fill, tap and decap cells) <==
kind of cell,Yosys count,after routing
multiplexers,96,96
buffers and inverters,64,125
AND-OR/OR-AND,8,8
flip-flops,128,128
AND/OR/NAND/NOR,134,134
==> power by group through the flow <==
stage | registers (W) | clock network (W) | logic, W
after CTS | 0.000863 | 0.000696 | 0.000248
after global routing | 0.000869 | 0.000726 | 0.000264
final | 0.000863 | 0.000685 | 0.000245
==> worst paths after layout <==
check,slack (ns),depth (start not counted),end,startpoint
setup / recovery,2.44,5,rdDataB[12],rdAddrB[2]
hold / removal,1.85,3,regfile[5][15],wrData[15]
==> metal layers <==
| layer | wire length [um] | up-vias | GRT usage |
|---|---|---|---|
| li1 | - | 1897 | - |
| met1 | 6060 | 2031 | 0.389 |
| met5 | 0 | - | 0 |
| met4 | 307 | 0 | 0.0375 |
| met2 | 7680 | 183 | 0.390 |
| met3 | 1470 | 24 | 0.114 |
No activity file was given, so power comes from the tool's default toggle rates.
