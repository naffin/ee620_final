**flow/run.sh**
```bash
#!/bin/bash
# OpenROAD 26Q1-2900-gdf79404cd8, Yosys 0.63+post, stock flow scripts
make -C /OpenROAD-flow-scripts/flow DESIGN_CONFIG=/design/flow/config.mk WORK_HOME=/design/flow/orfs finish
```
**flow/constraint.sdc**
```tcl
current_design eab

set clk_period 6.4
set clk_io_pct 0.2

create_clock -name clk0 -period $clk_period

set non_clock_inputs [all_inputs -no_clocks]
set_input_delay [expr $clk_period * $clk_io_pct] -clock clk0 $non_clock_inputs
set_output_delay [expr $clk_period * $clk_io_pct] -clock clk0 [all_outputs]
```
**flow/design.v**
```verilog
package Opcode_pkg;
	typedef enum bit [3:0] {
		ADD	= 4'b0001,
		AND	= 4'b0101,
		NOT	= 4'b1001,
		BR 	= 4'b0000,
		JMP	= 4'b1100,
		JSR	= 4'b0100,
		LD	= 4'b0010,
		LDI	= 4'b1010,
		LDR	= 4'b0110,
		LEA	= 4'b1110,
		ST	= 4'b0011,
		STI	= 4'b1011,
		STR	= 4'b0111,
		TRAP= 4'b1111,
		RTI	= 4'b1000,
		RESERVED = 4'b1101
	} Opcode;
endpackage
module eab(IR, Ra, PC, selEAB1, selEAB2, eabOut);
    input [10:0] IR;
    input [15:0] Ra;
    input [15:0] PC;
    input selEAB1;
    input [1:0] selEAB2;
    output [15:0] eabOut;
    logic [15:0] adder1, adder2, sext_10_to_0, sext_8_to_0, sext_5_to_0;
    assign sext_10_to_0 = {{5{IR[10]}}, IR[10:0]}; 
    assign sext_8_to_0 = {{7{IR[8]}}, IR[8:0]}; 
    assign sext_5_to_0 = {{10{IR[5]}}, IR[5:0]};
	always_comb begin
		case(selEAB2)
			2'b00 :  adder1 <= '0;
			2'b01 :  adder1 <= sext_5_to_0;
			2'b10 :  adder1 <= sext_8_to_0;
			2'b11 :  adder1 <= sext_10_to_0;
		endcase
	end	
	assign adder2 = (selEAB1 == 0)? PC:Ra;
	assign eabOut = adder1 + adder2;
endmodule
```
**flow/config.mk**
```make
export PLATFORM = sky130hd
export DESIGN_NAME = eab
export DESIGN_NICKNAME = eab
export VERILOG_FILES = /design/flow/design.v
export SDC_FILE = /design/flow/constraint.sdc
export NUM_CORES = 4
export LEC_CHECK = 1
export CORE_AREA = 10 10 95 95
export DIE_AREA = 0 0 105 105
```
==> results_slide.txt <==
Flow Results at a Glance

Status
  – Outcome: finished, final reports clean

Global routing
  – Initial antenna violation count: 0
  – Vias in the first global route: approximately 1100
  – Total global routing overflow: 0
  – Largest net degree at the start of global routing: 10
  – GRT Util Overall: 6.31%
  – First-pass GRT wire length: between 5000 and 6000 um

Power
  – NetSw: roughly 0.08 mW
  – Internal power: between 0.1 and 0.15 mW
  – Overall power: ~0.21 mW
  – Clock share of power: 0%
  – Sw frac: a little under 40%
  – Cell Pwr Density: 118 nW/um^2
  – Worst vdd ir: between 30 and 40 uV
  – LEAKAGE: about 0.7 nW
  – Comb power frac: around 100%
  – Seq pwr share: 0%

Cells and area
  – Layout cells sized above 1: between 10 and 15%
  – Area Overhead vs Synth: 70.3%
  – Design area: between 1500 and 2000 um^2
  – Flop area: 0 um^2
  – Top cells excl fill/tap: clkdlybuf4s50_1, mux2_2, ha_1
  – Non-filler cells, final: 288
  – Clkbuf count: 0
  – Fill count: approximately 760
  – Most frequent logic cell in the layout: clkdlybuf4s50_1
  – Flip-flop and latch count: 0

Route
  – Diode count: 0
  – DRT Pass-1 Iters: 5
  – Average wire per standard cell: 12.5 um
  – Initial DRC Count: about 54
  – DRC: 0
  – Post-route ant nets: 0
  – Vias/cell: just over 4
  – Vias post-DR: 1158
  – Drt total wl: about 3600 um

Synthesis
  – Area leader, netlist: ha_1
  – Seq share, synth: 0%
  – Post-synth cell types: 36
  – Mapped cell area: between 1000 and 1500 um^2
  – Post-synthesis average cell area: just under 8 um^2
  – Synth area leaders: ha_1, mux2_2, xnor2_1, a21oi_1, nand2_1
  – Yosys stat area: approximately 1000 um^2
  – Synth Warn #: 1
  – Cells after synthesis: approximately 130
  – Top area contributor share: approximately 18%
  – # Cells Yosys: about 130

Timing
  – RSZ-0062 raised after global routing: false
  – Worst-Margin Slew: 0.521 ns
  – Fin crit period: between 5 and 6 ns
  – Fmax: roughly 170 MHz
  – Final Hold Viols: 0
  – TNS Setup: 0 ns
  – Max-slew headroom: 65.1%
  – Final Cycle Share: a little over 90%
  – Setup violations, final: 0
  – Max-slew violations: 0
  – Final worst setup slack: ~0.59 ns

Placement
  – Dpl cells: around 290
  – Buffers on Ports: 62
  – Gpl congestion: 0.840
  – HPWL Detailed: ~3300 um
  – Placed cell areas: roughly 1800 um^2
  – DP Worst Slack: about 0.55 ns

Floorplan
  – Core area: roughly 6900 um^2
  – # rows: 30
  – Fp util: 15.0%
  – # IOs: 62
  – Die width: ~110 um
  – Die area: ~11000 um^2
  – Die H: roughly 110 um

Setup path
  – Worst Setup End Kind: output pin
  – Critical Path RT: about 5.1 ns
  – CP Class: input port to output pin
  – Worst path top cell family by delay: buffers and inverters
  – Crit-path max cell delay: about 0.55 ns
  – Crit path buf inv count: 4
  – Startpoint Class: input port
  – CP max stage cell: clkdlybuf4s50_1
  – Crit-path max FO: 7
  – Critical path, cell by cell: clkdlybuf4s50_1 -> inv_1 -> nand3_1 -> a21boi_0 -> inv_1 -> ha_1 -> a21oi_1 -> o21ai_0 -> a41oi_1 -> o31ai_2 -> xnor2_1 -> clkdlybuf4s50_1
  – Worst EP arrival: about 4.5 ns

Run
  – Tool warnings: 32
  – Max-cap violations: 0

Clocking
  – CTS Hold Bufs: 0
  – Post-CTS sizing: 0
  – Postcts setup bufs: 0

Worst hold path
  – HP Class: input port to output pin
==> stage by stage <==
step / hold slack [ns] / utilization (%)
global route: 3.79 / 25.5
CTS: 3.73 / 25.5
global placement: 3.72 / 25.5
floorplan: 2.76 / -
detailed placement: 3.73 / 25.5
finish: 3.71 / 25.5
==> synth_stat cells (all sizes together) (2+ instances only) <==
cell type,count
xnor2,11
o21bai,2
a31oi,2
o21ai,7
nor2b,8
inv,7
buf,2
o211ai,3
xor2,4
nand2,14
nand3,5
mux2,15
a21oi,12
o31ai,2
nor2,5
a21o,4
ha,15
clkbuf,2
==> power groups by stage <==
stage	sequential (mW)	combinational, mW	clock (mW)
5_1_grt	0	0.232	0
4_1_cts	0	0.214	0
6_report	0	0.208	0
==> layer usage <==
layer / global-route usage (%) / up-vias / share of wire [%]
li1: - / 605 / -
met2: 9.30 / 45 / 40
met1: 9.53 / 508 / 53
met3: 1.55 / 0 / 6.4
met4: 0 / 0 / 0
met5: 0 / - / 0
==> layout make-up <==
cell class                      instances  area [um^2]  area share (%)
Multi-Input combinational cell        122          990            56.1
Timing Repair Buffer                   63          628            35.6
Inverter                                7         26.3            1.49
Tap cell                               96          120            6.81
==> cell families (layout without fill, tap and decap cells) <==
kind of cell	count (synthesis)	after routing	share of synthesized area (%)
adders and majority gates	16	16	20.0
muxes	16	16	17.3
and+or+nand+nor	37	37	17.6
xor gates and xnor gates	15	15	12.7
buffers and inverters	11	70	4.47
AOI/OAI and AO/OA	38	38	27.9
==> final timing paths <==
path,startpoint,to,slack [ns],cells past startpoint
max,selEAB2[1],eabOut[15],0.59,12
min,Ra[0],eabOut[0],3.71,4
Power and IR drop assume default switching activity.
